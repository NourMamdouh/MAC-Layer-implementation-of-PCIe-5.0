==> design.v <==
module SKP_Counter #(
    CNT_Width_gen3 =  'd13,
    GEN3_Count = ('d6000 - 'd1), 
    GEN1_Count = ('d1538 - 'd1)
) (
    input        clk , rst,
    input        gen,
    input        back_pressure,
    input        skp_done,
    input        skp_rst,
    output logic skp_enable
);
logic [0:CNT_Width_gen3-1] CNT_Out;
localparam HIGH_GEN = 1, LOW_GEN =0;
always_ff @(posedge clk , negedge rst) begin
    if(!rst)begin
        CNT_Out <= 0;
        skp_enable <= 0;
    end
    else begin
        if(skp_rst)begin
            CNT_Out <= 0;
            skp_enable <= 0;
        end
        else if ((CNT_Out == GEN3_Count && gen == HIGH_GEN)  || (CNT_Out == GEN1_Count && gen == LOW_GEN)) begin
            skp_enable <= 'd1;
            CNT_Out <= 'd0;
        end
        else if (skp_done && !back_pressure) begin
            skp_enable <= 'd0;
            CNT_Out <= CNT_Out + 'd1;
        end
        else if(!back_pressure)  begin
            CNT_Out <= CNT_Out + 'd1;
        end
    end
end
endmodule
==> run.sh <==
#!/bin/bash
# OpenROAD 26Q1-2900-gdf79404cd8, Yosys 0.63+post, stock flow scripts
make -C /OpenROAD-flow-scripts/flow DESIGN_CONFIG=/design/flow/config.mk WORK_HOME=/design/flow/orfs finish
==> config.mk <==
export PLATFORM = sky130hd
export DESIGN_NAME = SKP_Counter
export DESIGN_NICKNAME = SKP_Counter
export VERILOG_FILES = /design/flow/design.v
export SDC_FILE = /design/flow/constraint.sdc
export NUM_CORES = 4
export LEC_CHECK = 1
export CORE_AREA = 10 10 94 94
export DIE_AREA = 0 0 104 104
==> constraint.sdc <==
current_design SKP_Counter

set clk_period 3.1
set clk_io_pct 0.2

create_clock -name clk0 -period $clk_period [get_ports {clk}]

set non_clock_inputs [all_inputs -no_clocks]
set_input_delay [expr $clk_period * $clk_io_pct] -clock clk0 $non_clock_inputs
set_output_delay [expr $clk_period * $clk_io_pct] -clock clk0 [all_outputs]
==> metrics.cfg <==
[run_status]
status=complete, no violations

[timing]
skew_ns=0.00304
tightestPinTransition_ns=0.624
whs_ns=0.593
finalClockPeriodUsage=0.648
tns_ns=0
max_freq_mhz=498
max_slew_margin=0.582
min_period_ns=2.01
fin_ws_ns=1.09
rsz0062_at_grt=no
setup_viol_count_final=0
slew_violations=0
hold_viol_final=0

[clocking]
h-tree-depth=1
cts_hold_buf=0
clk_latency_ns=0.24
cts.repair.resized=0
clk_path_buf_depth=2
cts_made_buffers=3
cts_root_buffer=clkbuf_8
cts_tree=built
cts_setup_buffers=0
cts.sinks=14
path_clk_slew_ns=0.06

[global_route]
antenna_found_initial=0
grt_max_degree=15
grt_pass1_vias=589
track_usage=0.0319
overflow=0
grt_pass1_wl_um=2860

[synth]
edf_count=0
syn_area_per_cell_um2=10.4
synthArstFlopShare=1.00
synthXorXnorAreaFrac=0.129
ys_warn_count=1
synthMuxAreaShare=0
synthAoiAreaFrac=0.0553
common_cells=dfrtp_1 (14), nor3_1 (12), xor2_1 (9), nand3_1 (4)
ys_seq_share=0.469
synth_cell_types=28
synthCells=72
yosysTopAreaCell=dfrtp_1
yosysMostFrequentCell=dfrtp_1
logic_family=simple AND/OR/NAND/NOR gates
synth_adder_area_share=0.0335
ys_area_um2=747
ys_sh_simple=0.288
numSynthFlops=14
top_cell_area_share=0.469
area_leaders=dfrtp_1 (47%), xor2_1 (11%), nor3_1 (8.0%)
ys_cells=72
ff_type=dfrtp_1
synthesis.area_um2=747

[setup_path]
cp_slowest_cell=clkdlybuf4s50_1
worstSetupPathType=in2reg
critPathMaxFanout=7
startpoint_type=input port
cp.arrival_ns=2.17
cp-end-kind=register
crit_chain=clkdlybuf4s50_1, and4b_2, nand4_2, or3_1, a21oi_1
crit_family=simple AND/OR/NAND/NOR gates
crit_required_ns=3.26
cpPeakStageDelay_ns=0.52
path_buffers=1

[power_and_ir_drop]
powerDensity_nw_per_um2=398
switching_share=0.201
leakage_nw=0.380
peakVddDrop_v=0.000137
p_switching_mw=0.0778
comb_power_share=0.060
p_clk_frac=0.452
pwr-share-seq=0.488
intPower_mw=0.309
totalPowerFinal_mw=0.386

[route]
drtPass1Iterations=4
drt_wl_total_um=1610
vias=569
drtAntennaViolNets=0
via_per_inst=3.23
drc=0
wl_per_cell_um=9.13
antenna_cells=0
first_iter_violations=49

[floorplan]
die_area_um2=10800
core_um2=6830
die-width_um=104
die_h_um=104
initial_core_util=0.109
num_rows=30
ios=7

[finish]
drive_above_1_share=0.113
fillCellCount=786
synthToLayoutAreaGrowth_pct=30.0

[placement]
port_buffers=6
place_hpwl_um=1160
place_ws_ns=0.830
gp_congestion=0.818

[job]
cap_viol_max_count=0
tool_warnings=26

[hold_path]
hp-class=reg2reg

[per-stage QoR]
| stage | cell area (um^2) | util | cells |
|---|---|---|---|
| 6_report | 971 | 0.142 | 176 |
| 5_1_grt | 971 | 0.142 | 176 |
| 4_1_cts | 971 | 0.142 | 176 |
| 3_5_place_dp | 916 | 0.134 | 172 |
| 3_3_place_gp | 916 | 0.134 | 172 |
| 2_1_floorplan | 747 | - | 72 |
[power groups by stage]
stage     Sequential (mW)  Combinational, mW  Clock, mW
4_1_cts             0.188             0.0241      0.181
6_report            0.188             0.0232      0.175
5_1_grt             0.189             0.0273      0.190
[routing by layer]
layer | wire length [um] | GRT usage | up-vias
met5 | 0 | 0 | -
met4 | 5 | 0.00199 | 0
met3 | 102 | 0.0150 | 2
met2 | 772 | 0.0541 | 13
met1 | 725 | 0.0373 | 277
li1 | - | - | 277
[logic make-up after synthesis]
logic type | after synthesis
xor gates and xnor gates | 11
AOI/OAI and AO/OA | 6
adders and majority gates | 2
DFF | 14
buffers and inverters | 4
and+or+nand+nor | 35
[registers in the layout, summed over array words and instances, names as in the netlist]
| register | count |
|---|---|
| CNT_Out | 13 |
| skp_enable | 1 |
[tightest hold or removal path, delay by kind of cell, from the launching register on]
family,cells,cell delay (ns)
flops,1,0.40
compound gates,2,0.15
[cell type report]
type | count | area (um^2) | area share
multi-input combinational | 54 | 378 | 0.389
sequential | 14 | 350 | 0.361
tap | 96 | 120 | 0.124
timing repair buffer | 6 | 60.1 | 0.0619
clock buffer | 4 | 55.1 | 0.0567
inverter | 2 | 7.51 | 0.00773
[cells in the final DEF, fill, tap and decap left out, drive strengths merged, types with 2 or more instances in the layout]
| master | n |
|---|---|
| xnor2 | 2 |
| inv | 2 |
| dfrtp | 14 |
| nor3 | 12 |
| nand4 | 4 |
| xor2 | 9 |
| clkbuf | 4 |
| and4 | 2 |
| clkdlybuf4s50 | 6 |
| and4b | 2 |
| a21oi | 3 |
| nand2 | 3 |
| and3 | 2 |
| ha | 2 |
| nand3 | 4 |
[final timing paths]
path | to | cells past startpoint | slack (ns) | startpoint
min in group asynchronous | CNT_Out[1] | 1 | 0.77 | rst
max in group asynchronous | CNT_Out[8] | 1 | 1.93 | rst
max reg2reg | skp_enable | 3 | 1.32 | CNT_Out[8]
min | CNT_Out[1] | 2 | 0.59 | CNT_Out[1]
min reg2reg | CNT_Out[1] | 2 | 0.59 | CNT_Out[1]
max | CNT_Out[1] | 5 | 1.09 | back_pressure
Power is estimated from default activity; no workload was simulated.
