--- design/flow/config.mk ---
export PLATFORM = sky130hd
export DESIGN_NAME = IDLE_Counter
export DESIGN_NICKNAME = IDLE_Counter
export VERILOG_FILES = /design/flow/design.v
export SDC_FILE = /design/flow/constraint.sdc
export NUM_CORES = 4
export LEC_CHECK = 1
export CORE_AREA = 10 10 70 70
export DIE_AREA = 0 0 80 80
--- design/flow/run.sh ---
#!/bin/bash
# OpenROAD 26Q1-2900-gdf79404cd8, Yosys 0.63+post, stock flow scripts
make -C /OpenROAD-flow-scripts/flow DESIGN_CONFIG=/design/flow/config.mk WORK_HOME=/design/flow/orfs finish
--- design/flow/design.v ---
module IDLE_Counter #(
    CNT_WIDTH = 4
) (
    input         clk,rst,
    input         cnt_enable,
    input         back_pressure,
    input         IDL_rst,
    output logic  ack_done
);
logic  [0: CNT_WIDTH-1] o_cnt;
always @(posedge clk , negedge rst)begin
    if(!rst)begin
        o_cnt <= 0;
    end else begin
	    if(IDL_rst) begin
            o_cnt <= 0;
        end
        else if (cnt_enable && !back_pressure) begin
            o_cnt <= o_cnt + 1;
        end
    end
end
assign ack_done = (o_cnt == 'd15);
endmodule
--- design/flow/constraint.sdc ---
current_design IDLE_Counter

set clk_period 1.2
set clk_io_pct 0.2

create_clock -name clk0 -period $clk_period [get_ports {clk}]

set non_clock_inputs [all_inputs -no_clocks]
set_input_delay [expr $clk_period * $clk_io_pct] -clock clk0 $non_clock_inputs
set_output_delay [expr $clk_period * $clk_io_pct] -clock clk0 [all_outputs]
==> design notes <==
The run gives 21 for the row count. The logs give 410 um for the HPWL after detailed placement and 0.00186 ns for the worst clock skew. The synthesized netlist occupies a cell area of 208 um^2. With the portion of the clock cycle consumed by the worst path in the final layout at 1.07, the maximum buffer depth of the clock tree is 2. With the number of OpenROAD warnings at 27, the final estimated routing congestion in global placement is 0.670. More flip-flops sit in one register than any other, and that register is o_cnt. Summing over every cut layer, the via total after detailed routing is 188.

The number of distinct library cells after synthesis is 12. For the number of antenna violations at the first check in global routing, the log shows 0. The post-synthesis xor/xnor area fraction came out at 0.0843. The AND-OR/OR-AND share of the synthesized area is 0, and the number of design rule violations left after detail routing is 0. After floorplanning, the die was sized to cover 6400 um^2. In this run the worst path has a maximum fanout of 2.

Ranked by total cell area, the synthesized netlist is headed by sky130_fd_sc_hd__dfrtp_1 (48%), sky130_fd_sc_hd__nor2_1 (7.2%), sky130_fd_sc_hd__nor2b_4 (6.6%). Per the final report, max-transition violations number 0. The count of routing violations after the opening detailed-route iteration is 9, and the count of yosys warnings during synthesis is 1. With the global-route congestion overflow total at 0, the area of all placed cells without fillers is 418 um^2. The core region is 3420 um^2. Endpoints failing hold in the final report were tallied at 0. TritonCTS created 3 clock buffers. The clock tree has to reach 4 sinks. The tools report the first-pass GRT wire length as 876 um.

Nets still carrying antenna violations after routing amount to 0. With the setup slack after layout at -0.0782 ns, the boundary pin count is 6. The class of the most critical hold timing path was in -> async.

The signed area change from the synthesized netlist to the final layout was 101%; the share of post-route cells with drive strength above 1 was 0.486. The average size of a mapped cell is 11.5 um^2. Setup repair after global routing could not meet its margin everywhere.

The tools report the element type at the critical path end as an output pin. The number of cells produced by synthesis is 18, and the number of antenna repair diodes is 0. The die is 80 um wide.

The run gives 0.96 ns as the critical path data required time. The cell total in the yosys stat output is 18, and the routed via count divided by cell count is 2.32. The CTS clock-pin slew for the worst setup and hold paths is 0.04 ns.

The clock period minus final worst setup slack works out to 1.28 ns. The data arrival at the endpoint of the critical path was 1.04 ns; the final hold slack was 0.208 ns. The run finished, with violations left. The max capacitance violation total is 0. The total power per unit cell area was 865 nW/um^2. Of the combinational cells, the family taking the most area is simple AND/OR/NAND/NOR gates. The worst setup path is launched from a flop. The highest clock rate this design can be run at is 782 MHz. Height of the chip: 80 um. The run gives 0.0176 as the all-layer global routing usage.

The register bit total from synthesis came out at 4. The logs give 0.186 nW for the static leakage and 0.0608 for the effective utilization at floorplan. Post-synthesis, Yosys gives the total cell area as 208 um^2.

The sequential-to-total area share from yosys stat came out at 0.482. The area fraction in mux cells was 0.102. The synthesized-area fraction occupied by adder cells was 0.0602; the clock latency on the worst-skew pair was 0.23 ns. With the worst supply voltage drop on vdd at 0.000151 V, the synthesized-area fraction occupied by and/or/nand/nor cells is 0.271. TritonCTS built the clock tree.

The first-pass detailed-route iteration total is 3, and the number of hold-repair buffers added at the cts stage is 0. The final reports fail on negative setup slack. The tools report the number of H-tree levels as 1.

Dividing the detail-routed wire length by the instance count gives 6.43 um. The detailed router reported a total wirelength of 521 um. The logs give 216 for the via count of the first global-routing pass and 0.887 for the worst-case headroom to the max-slew limit. The kind of critical path is reg -> out.

Fraction of post-synthesis cell area in the top cell type by area: 0.482. The root buffer selected by CTS is sky130_fd_sc_hd__clkbuf_4. Entering global routing, the biggest net connects 5 pins.

The fill cell total of the finished layout came out at 392. Per the placement log, port buffering inserted 5 buffers. For the pin with the worst max-slew slack, the measured transition is 0.166 ns.

The largest registers in the layout are o_cnt x4. The tools report the final number of setup-violating endpoints as 1. In this run the cell area measured after placement is 375 um^2.

Sorting the Yosys area breakdown by cell type puts at the top sky130_fd_sc_hd__dfrtp_1. The flip-flop count of the largest register after layout is 4.
-- worst paths after layout --
check / from / end / cells past startpoint / slack, ns
setup reg to reg: o_cnt[2] / o_cnt[0] / 4 / 0.03
setup / recovery: o_cnt[3] / ack_done / 3 / -0.08
hold reg to reg: o_cnt[1] / o_cnt[1] / 3 / 0.65
hold / removal: rst / o_cnt[1] / 1 / 0.21
max in group asynchronous: rst / o_cnt[3] / 1 / 0.83
min in group clk0: o_cnt[1] / o_cnt[1] / 3 / 0.65
-- cell usage after synthesis, drive strengths merged --
cell type and count:
and2b 1, and3 1, dfrtp 4, ha 1, mux2 1, mux2i 1, nand3b 1, nand4 1
nor2 4, nor2b 1, xnor2 1, xor2 1
-- worst max-delay path, cell delays in order (launching register included) --
cell and delay, ns:
sky130_fd_sc_hd__dfrtp_1 0.37, sky130_fd_sc_hd__ha_2 0.19, sky130_fd_sc_hd__and3_4 0.15, sky130_fd_sc_hd__buf_6 0.10
-- metal layers --
layer | vias up | share of wire | track usage
met5 | - | 0 | 0
met4 | 0 | 0 | 0.00704
met3 | 0 | 0.16 | 0.0182
met2 | 4 | 0.42 | 0.0241
met1 | 89 | 0.41 | 0.0174
li1 | 95 | - | -
-- kinds of logic after synthesis --
| logic type | Yosys count |
|---|---|
| adders and majority gates | 1 |
| xor gates and xnor gates | 2 |
| muxes | 2 |
| DFF | 4 |
| and+or+nand+nor | 9 |
-- area by class of cell --
type / instances / area, um^2 / share of cell area
well taps: 46 / 57.6 / 0.138
repair buffers: 14 / 119 / 0.284
clock buffers: 3 / 22.5 / 0.0539
flip-flops and latches: 4 / 100 / 0.240
multi-input cells: 14 / 119 / 0.284
-- power breakdown --
part	switching, mW	internal [mW]	leakage [nW]
Combinational	0.0208	0.0372	0.117
Sequential	0.00256	0.140	0.0550
Clock	0.0494	0.111	0.0138
-- what timing repair did --
| item | CTS | global route |
|---|---|---|
| pin swaps | 1 | 2 |
| gates cloned | 0 | 0 |
| resized | 5 | 2 |
| setup buffers | 0 | 1 |
| endpoints found under the setup margin | 1 | 3 |
| endpoints found under the hold margin | 0 | 0 |
-- cells in the final DEF, fill, tap and decap left out --
cell and n:
sky130_fd_sc_hd__nand3b_1 1, sky130_fd_sc_hd__dfrtp_1 4, sky130_fd_sc_hd__buf_6 1, sky130_fd_sc_hd__xnor2_1 1, sky130_fd_sc_hd__and3_4 1, sky130_fd_sc_hd__mux2_1 1, sky130_fd_sc_hd__ha_2 1, sky130_fd_sc_hd__nor2b_4 1
sky130_fd_sc_hd__mux2i_2 1, sky130_fd_sc_hd__nor2_1 4, sky130_fd_sc_hd__xor2_1 1, sky130_fd_sc_hd__clkdlybuf4s50_1 4, sky130_fd_sc_hd__clkbuf_4 3, sky130_fd_sc_hd__nand4_1 1, sky130_fd_sc_hd__and2b_1 1, sky130_fd_sc_hd__buf_4 9
-- metrics by stage --
step	setup TNS [ns]	power (mW)	std cells	utilization	setup slack [ns]
after CTS	-0.0960	0.368	80	0.117	-0.0960
after detailed placement	-0.676	0.196	77	0.110	-0.236
after global placement	-0.643	0.194	77	0.110	-0.231
after floorplan	0	0.160	18	-	0.228
after global routing	-0.112	0.386	81	0.122	-0.112
final	-0.0782	0.361	81	0.122	-0.0782
Power is estimated from default activity; no workload was simulated.
