[run.sh]
#!/bin/bash
# OpenROAD 26Q1-2900-gdf79404cd8, Yosys 0.63+post, stock flow scripts
make -C /OpenROAD-flow-scripts/flow DESIGN_CONFIG=/design/flow/config.mk WORK_HOME=/design/flow/orfs finish
[config.mk]
export PLATFORM = sky130hd
export DESIGN_NAME = Timer
export DESIGN_NICKNAME = Timer
export VERILOG_FILES = /design/flow/design.v
export SDC_FILE = /design/flow/constraint.sdc
export NUM_CORES = 4
export LEC_CHECK = 1
export CORE_UTILIZATION = 30
[constraint.sdc]
current_design Timer

set clk_period 2.8
set clk_io_pct 0.2

create_clock -name clk0 -period $clk_period [get_ports {clk}]

set non_clock_inputs [all_inputs -no_clocks]
set_input_delay [expr $clk_period * $clk_io_pct] -clock clk0 $non_clock_inputs
set_output_delay [expr $clk_period * $clk_io_pct] -clock clk0 [all_outputs]
[design.v]
module Timer #(
    TIME_VALUE_WIDTH = 3
)(
    input   logic                        clk,
    input   logic                        rst,
    input   logic                        start,
    input   logic                        start_speed_neg,
    input   logic [0:TIME_VALUE_WIDTH-1] timeout_value1,
    input   logic                        timeout_value2,
    output  logic                        timeout1,
    output  logic                        timeout3,
    output  logic                        timeout2
);
localparam count_reg_width   = 16;
localparam count_reg_width_3 = 10;
localparam one_ms_vs_cycles  = 1024;
localparam one_ns_speed_vs_cycles = 1;
localparam t12 = 'b00 , t24 = 'b01 , t2 = 'b10 , t48 = 'b11;
logic [0:count_reg_width-1]   count_reg;
logic [0:count_reg_width_3-1] count_reg_speed;
logic [0:2]                   timeout_value1_reg;
logic                         timeout_value2_reg;
logic [0:count_reg_width-1] timeout_cycles1; 
logic [0:count_reg_width-1] timeout_cycles2;
logic [0:count_reg_width_3-1] timeout3_cycles;
logic timeout2_enable;
logic timeout2_comb;
logic timeout2_reg;
always @(*)begin
    case(timeout_value1_reg)
    t12: begin
         timeout_cycles1 = 12 * one_ms_vs_cycles ;
    end
    t24: begin
         timeout_cycles1 = 24 * one_ms_vs_cycles;
    end
    t2: begin
         timeout_cycles1 = 2 * one_ms_vs_cycles;
    end
    t48: begin
         timeout_cycles1 = 48 * one_ms_vs_cycles;
    end
    default: begin
         timeout_cycles1 = 2 * one_ms_vs_cycles;
    end
    endcase
end
assign timeout_cycles2 = 1 * one_ms_vs_cycles;
assign timeout3_cycles = 800 * one_ns_speed_vs_cycles;
always_ff @(posedge clk , negedge rst) begin
    if(!rst)begin
        count_reg <= 0;
        timeout_value1_reg <= 0;
        timeout_value2_reg <= 0;
        timeout2_reg <= 0; 
    end else begin
        if (start) begin
                count_reg <= 0;
                timeout_value1_reg <= timeout_value1;
                timeout_value2_reg <= timeout_value2;
                timeout2_reg <= 0;
        end else begin 
            if(count_reg != (timeout_cycles1-1))begin
                count_reg <= count_reg + 1;
            end
            if(timeout2_enable)begin
            timeout2_reg <= timeout2_comb;
            end
        end
    end
end
always_ff @(posedge clk , negedge rst)begin
    if(!rst)begin
        count_reg_speed <= 0;
    end
    else begin
        if(start_speed_neg)begin
            count_reg_speed <= 0;
        end
        else begin
            if(count_reg_speed != (timeout3_cycles-1))begin
                count_reg_speed <= count_reg_speed + 1;
            end
        end
    end
end
always_comb begin
    timeout2_comb = 0; 
    timeout2_enable = 0;
    if (count_reg == (timeout_cycles1 -1))
        timeout1 = 1;
    else
        timeout1 = 0;
    if(timeout_value2_reg && count_reg == timeout_cycles2 )begin
        timeout2_comb = 1; 
        timeout2_enable = 1; 
        timeout2 = 1;  
    end
    else begin
        timeout2_comb = 0;
        timeout2 = timeout2_reg;
    end
    if(count_reg_speed == (timeout3_cycles -1))begin
        timeout3 = 1;
    end
    else begin
        timeout3 = 0;
    end
end
endmodule
==> run summary <==
Implementation numbers.

- The flow ran to the end, and the final reports show no timing, DRC or antenna violations.
- The floorplan utilization is 31.84%.
- The number of H-tree branching levels is 2.
- Looking at the worst setup and hold paths, the clock pins of their registers show a slew of around 0.07 ns.
- For this design the static power due to leakage is 0.9539 nW.
- The time the final worst path needs with I/O delays and setup is around 2.5 ns.
- The timing report lists the critical path depth as 5 cells.
- The number of cells reported by Yosys stat comes to 190.
- 0 antenna diodes ended up in the layout.
- The fraction of synthesized cell area taken by the top area cell type is 43.45%.
- CTS saw 31 sinks.
- The worst register-to-register path has a depth of 6.
- Checking hold timing, the worst path is listed with class flip-flop to flip-flop.
- The share of flip-flops with an asynchronous set or reset after synthesis is around 100%.
- The worst setup path is launched from a flip-flop.
- The script logs the ratio of routed vias to standard cells as 5.046.
- The met3 usage is 2.450%.
- A synthesized cell averages 9.397 um^2.
- The netlist area before placement is about 1800 um^2.
- For this run, the slowest stage of the critical path takes 0.46 ns.
- The estimated wirelength of the detail-placed design is between 2000 and 2500 um.
- The final timing report counts setup violations totalling 0.
- The clock insertion delay at the later pin of the skew report is 0.28 ns.
- The worst path uses 91.05% of the clock period.
- The final clock skew is just under 0.009 ns.
- The required arrival time at the worst endpoint is 2.24 ns.
- The flip-flop cell with the highest count after synthesis is sky130_fd_sc_hd__dfrtp_1.
- Looking at the setup timing report, the critical path kind is flip-flop to output port.
- The setup TNS after final layout is 0 ns.
- The launch point of the worst register-to-register path is recorded as count_reg[14].
- The max-slew headroom at the worst pin is 56.68%.
- The I/O pin count is 11.
- For this run the aggregate overflow at the end of global routing stands at 0.
- The count of pins over their slew limit is 0.
- Fill cells in the final layout number 565.
- Total power normalized to cell area comes to between 400 and 500 nW/um^2.
- The routability congestion estimate is 0.7808.
- The largest buffer count on any clock path is 2.
- Synthesis inferred 31 register bits.
- The number of flip-flops in the largest register is 16.
- The summed standard-cell area reported by yosys is 1785 um^2.
- The post-synth count of flops with an enable pin is 0.
- In this run the tool buffered the top-level ports with 10 buffer cells.
- By count the netlist is led by sky130_fd_sc_hd__dfrtp_1 (31), sky130_fd_sc_hd__nor2_1 (22), sky130_fd_sc_hd__a31oi_1 (11), sky130_fd_sc_hd__nand2_1 (11).
- On met1, the global router reports a usage of about a fifth.
- The leading cell type by number of instances after synthesis is sky130_fd_sc_hd__dfrtp_1.
- The highest clock frequency the design can meet is 392.2 MHz.
- The largest vdd supply drop is 0.0002237 V.
- The slowest stage of the critical path is the sky130_fd_sc_hd__clkdlybuf4s50_1 cell.
- The final-report hold violation count is 0.
- In this run the worst setup path terminates at timeout3.
- The buffer and inverter count on the worst path is 2.
- The total via count after detailed routing is 1413.
- Looking at the clock tree report, the root buffer type is sky130_fd_sc_hd__clkbuf_8.
- The area enclosed by the die boundary is 6264 um^2.
- The origin of the worst setup path is count_reg_speed[9].
- The first global-routing pass estimated 6334 um of wire.
- Warnings reported by Yosys during synthesis add up to 1.
- Looking at the reg2reg group, the worst path ends at count_reg[5].
- Of all cell types, the one taking the most synthesized area is sky130_fd_sc_hd__dfrtp_1.
- The kind of end point of the critical path is an output port.
- By area the synthesized netlist is led by sky130_fd_sc_hd__dfrtp_1 (43%), sky130_fd_sc_hd__nor2_1 (4.6%), sky130_fd_sc_hd__xor2_1 (3.9%).
- The number of violations of the max-capacitance limit is 0.
- Across all hold checks on the routed design, the worst slack comes to just over 0.5 ns.
- TritonCTS built the clock tree.
- The region available for standard cell placement spans roughly 5600 um^2.
- The number of clock buffers inserted by TritonCTS is 5.
- Hold repair after CTS inserted 0 buffers.
- At the pin with the least slew margin, the transition time is 0.6478 ns.
- The via count of the first global-routing pass came to 1320.
- The flow measured a signed area growth from synthesis to layout of 18.29%.
- The critical path goes through ha_1 -> and4_1 -> nand3_1 -> inv_1 -> clkdlybuf4s50_1.
- Global routing used approximately a fifth of the available met2 tracks.
- The largest fanout on the critical path is 7.
- Cells with a size suffix above 1 make up between 10% and 20% of the layout.
- For this sky-water flow run, the detailed-routed wirelength per cell is reported as 12.86 um.
- Sequential elements use 43.45% of the synthesized area.
- The all-layer global routing usage is 12.86%.
- The distinct cell type count of the synthesized netlist is around 44.
- The remaining design rule violation count is 0.
- The highest-utilization routing layer at the global route stage is met1.
- The data arrival time of the critical path is 1.99 ns.
- The worst-case reg-to-reg setup slack stands at 0.75 ns.
- The number of antenna violations at the first check in global routing is 0.
- The die extent in y is around 80 um.
- The family with the most delay on the worst path is buffers and inverters.
- Nets still carrying antenna violations after routing amount to 0.
- Setup repair after global routing left no endpoint under its margin.
- The routed design has 3602 um of wire.
- The DRC violation total after the first TritonRoute iteration is 87.
- The number of instances in the synthesized netlist is 190.
- After floorplanning, the core was divided into 27 placement rows.
- The tool warning count for the run is 26.
- In this run the horizontal extent of the chip is between 70 and 80 um.
- The pin count of the biggest net entering global routing is 32.
- The number of optimization iterations in the first detailed-route pass is 4.
[cell usage in the layout, fill, tap and decap left out, drive strengths merged, types with 2 or more instances in the layout]
master and instances:
xor2 8, inv 5, buf 10, and3 9
nand4 6, dfrtp 31, ha 3, mux2 8
o21bai 3, nor3 7, a21oi 5, nand2b 2
a31oi 11, clkdlybuf4s50 9, nor4b 2, and4 2
nor2b 9, xnor2 3, nand3 9, nor3b 2
nand2 12, a21boi 2, clkbuf 6, nor2 23
nor4 4, a211oi 3
[worst min path at each step]
stage | slack [ns] | cells after the start | start | endpoint
4_1_cts | 0.52 | 1 | timeout_value2_reg | timeout_value2_reg
6_report | 0.52 | 1 | timeout_value2_reg | timeout_value2_reg
5_1_grt | 0.54 | 1 | timeout_value2_reg | timeout_value2_reg
[metrics by stage]
stage               power (mW)  cell area (um^2)  setup slack (ns)  utilization, %  cells
floorplan               0.5306              1785            0.8962               -    190
global placement        0.5653              1954            0.2347           34.85    266
detailed placement      0.5665              1954            0.1916           34.85    266
CTS                     0.9129              2079          0.003617           37.08    278
global route            0.9564              2112           0.08220           37.66    280
finish                  0.8984              2112            0.2505           37.66    280
[report_power, final]
part,internal [mW],switching (mW),total [mW]
sequential,0.460,0.0159,0.476
clock,0.173,0.166,0.340
combinational,0.0335,0.0489,0.0824
[layout make-up]
class                           instances  area (um^2)  share of cell area, %
Inverter                                5        18.77                 0.8886
Clock inverter                          2        12.51                 0.5924
Sequential cell                        31        778.2                  36.85
Tap cell                               72        90.09                  4.265
Timing Repair Buffer                   20        177.7                  8.412
Clock buffer                            6        72.57                  3.436
Multi-Input combinational cell        144        962.2                  45.56
[worst register-to-register path: cells and delay by family (launching register included)]
family / cells / cell delay (ns)
AND-OR/OR-AND: 1 / 0.16
flip-flops: 1 / 0.42
adder cells (fa/ha/maj): 1 / 0.22
multiplexers: 1 / 0.33
AND/OR/NAND/NOR: 3 / 0.83
[metal layers]
metal / wire length (um) / share of wire (%) / vias up
li1: - / - / 721
met1: 1882 / 52 / 666
met2: 1546 / 43 / 22
met3: 130 / 3.6 / 4
met4: 42 / 1.2 / 0
met5: 0 / 0 / -
[kinds of logic (layout without fill, tap and decap cells)]
group | after synthesis | count (layout) | synth area share [%]
xor gates and xnor gates | 11 | 11 | 5.396
adders and majority gates | 3 | 3 | 2.103
and+or+nand+nor | 90 | 90 | 27.68
buffers and inverters | 15 | 33 | 3.924
muxes | 9 | 9 | 5.606
AOI/OAI and AO/OA | 31 | 31 | 11.84
DFF | 31 | 31 | 43.45
[timing repair]
| action | 4_1_cts | 5_1_grt |
|---|---|---|
| gates resized | 3 | 6 |
| setup endpoints to repair | 1 | 1 |
| pin swaps | 0 | 3 |
| buffers inserted | 4 | 2 |
Power figures rest on the tool's default switching activity, not on a simulated workload.
