==> flow/design.v <==
module OS_CREATOR #(
    DATA_WIDTH       = 'd256,
    MAX_LANES        = 'd32,
    LINK_NUM_WIDTH   = 'd8,
    CONFIG_WIDTH     = 'd3,
    SYMBOL_NUM_WIDTH = 'd4
)(
    input                                 clk , rst,
    input        [0:CONFIG_WIDTH-1]       type_OS,
    input        [0:CONFIG_WIDTH-2]       repetion, 
    input        [0:LINK_NUM_WIDTH-1]     link_num,
    input                                 gen,
    input        [0:MAX_LANES -1]         lane_pad,
    input        [0:MAX_LANES -1]         link_pad,
    input		                          type_os_one_lane, 
    input                                 skp_enable,   
    input                                 enable_LTSSM,
    input                                 speed_change, 
    input                                 ack_reset,
    input                                 LTSSM_Count_rst,
    output  logic [0:DATA_WIDTH-1]        o_OS,
    output  logic [0:MAX_LANES -1]        o_K,
    output  logic                         ack,
    output  logic                         os_creator_done,
    output  logic                         skp_done,
    output  logic                         frame_skp_enable 
);
localparam  TS1     = 0;
localparam  TS2     = 1;
localparam  SDS     = 2;
localparam  CTL_SKP = 3;
localparam  EIOS    = 4;
localparam  EIEOS   = 5;
localparam infinity  = 2'b00;
localparam rep_1024  = 2'b01;
localparam rep_16    = 2'b10;
localparam rep_32    = 2'b11;
localparam  COM           = 8'd188;
localparam  PAD           = 8'hF7;
localparam  FTS           = 8'd0;
localparam  EIEOS_ZERO    = 8'h0;
localparam  EIEOS_ONE     = 8'hFF;
localparam  SDS_ID        = 8'hE1;
localparam  SDS_SYMBOL    = 8'h87;
localparam  EIOS_LOW_GEN  = 8'h7C;
localparam  SKP_LOW_GEN   = 8'h1C;
localparam  SKP_END_CTL   = 8'h78;
localparam  SKP_END       = 8'hE1;
localparam  SKP_SYMBOL    = 8'h99;
localparam  TS1_ID        = 8'h4A;
localparam  TS2_ID        = 8'h45; 
localparam  TS1_first_syb = 8'h1E;
localparam  TS2_first_syb = 8'h2D;
localparam HIGH_GEN      = 1;
localparam LOW_GEN       = 0;
logic [0:SYMBOL_NUM_WIDTH-1]     o_CNT;
logic                            Soft_RST; 
logic                            symb_15;
logic [0:9]                      sent_OS;
logic [0:9]                      repetion_int;
logic                            skp_flag;
logic                            skp_set;
logic                            skp_rst;
always_comb begin
    case (repetion)
    rep_1024 : repetion_int = 'd1023;
    rep_16: repetion_int ='d15;
    rep_32: repetion_int = 'd31;
    default: begin
           repetion_int = 'd0;
        end
    endcase   
end
assign symb_15 = (o_CNT == 4'd15) ;
always_ff @(posedge clk or negedge rst)begin
	if(!rst) begin
      ack <= 1'b0 ;
    end
    else if (ack_reset) begin
        ack <= 1'b0 ;
    end
    else if (sent_OS == repetion_int && repetion_int != infinity) begin
        ack <= 1'b1 ;
    end
end
always_ff @(posedge clk or negedge rst)begin
	if(!rst) begin
        sent_OS <= 0 ;
    end
    else if (ack_reset) begin
        sent_OS <= 0 ;
    end
    else if(symb_15  && enable_LTSSM && repetion != infinity  && !skp_enable) begin
        sent_OS <= sent_OS + 1 ;
    end
end
always_ff @(posedge clk or negedge rst)begin
	if(!rst) begin
		o_CNT <= 'd0;
	end 
	else if (Soft_RST || LTSSM_Count_rst) begin
		o_CNT <= 0;
	end
	else if (enable_LTSSM) begin
		o_CNT <= o_CNT + 'd1 ;
	end
end
always_ff @(posedge clk or negedge rst)begin
    if(!rst) begin
        skp_flag <= 0;
    end 
    else begin
        if(skp_rst)begin
            skp_flag <= 0;
        end
        else if (skp_set) begin
            skp_flag <= 1'b1;
        end
    end
end
always_comb begin 
    skp_rst = 1'b0;
    skp_set = 1'b0;
    Soft_RST = 0;
    os_creator_done = 0;
    o_OS = 0;
    skp_done = 'd0;
    frame_skp_enable = 'd0;
    o_K = {'d32{1'b0}};
    if(skp_enable && (skp_flag || gen == 1'b1))begin
        frame_skp_enable = 'd1;
        o_K = {'d32{1'b1}};
        case(o_CNT)
            'd0 :begin
                if(gen == LOW_GEN)begin
                    o_OS = {'d32{COM}};
                end
                else begin
                    o_OS = {'d32{SKP_SYMBOL}};
                end
            end
            'd1 , 'd2 : begin
                if(gen == LOW_GEN)begin
                    o_OS = {'d32{SKP_LOW_GEN}};
                end
                else begin
                    o_OS = {'d32{SKP_SYMBOL}};
                end
            end
            'd3:begin
                if(gen == LOW_GEN)begin
                    o_OS = {'d32{SKP_LOW_GEN}};
                    skp_done = 'd1;
                    Soft_RST = 'd1;
                    skp_rst = 1'b1;
                end
                else begin
                    o_OS = {'d32{SKP_SYMBOL}};
                end
            end
            'd12:begin
                o_OS = {'d32{SKP_END}};
            end
            'd13 , 'd14 :begin
                o_OS = {'d32{8'hFF}};
            end
            'd15:begin
                o_OS = {'d32{8'hFF}};
                skp_done = 'd1;
                frame_skp_enable = 'd0;
            end
            default: begin
                o_OS = {'d32{SKP_SYMBOL}};
            end
        endcase
    end
    else begin
        case(type_OS)
        TS1: begin
            case(o_CNT) 
            4'd0: begin
                if(gen == LOW_GEN)begin  
                    o_OS = {'d32{COM}} ;
                    o_K = {'d32{1'b1}};
                    skp_rst = 1'b1;
		        end
                else
                    o_OS = {'d32{TS1_first_syb}} ;
            end
            4'd1: begin
				for (int i=0;i<32;i++)begin
					if(link_pad[i]) begin
						o_OS[i*8 +: 8] = PAD;
						o_K[i] = 1'b1;
					end
					else begin 
						o_OS[i*8 +: 8] = link_num ;
						o_K[i] = 1'b0;
					end
				end
            end
            4'd2: begin	
				for (int i=0;i<32;i++)begin
					if(lane_pad[i]) begin
						o_OS[i*8 +: 8] = PAD ;
						o_K[i] = 1'b1;
					end
					else begin
						o_OS[i*8 +: 8] = i ;
						o_K[i] = 1'b0;
					end
				end	
            end
            4'd3: begin
                o_OS = {'d32{FTS}} ;
            end
            4'd4: begin
                if(speed_change)
                    o_OS = {'d32{8'b01111101}} ;
                else
                    o_OS = {'d32{8'b01111100}} ;
            end
            4'd5: begin
                o_OS = {'d32{8'd0}} ;
            end
            4'd6,4'd7,4'd8,4'd9: begin
                o_OS = {'d32{TS1_ID}} ;
            end
            4'd15 : begin
                os_creator_done = 1'b1;
                skp_set = 1'b1; 
                o_OS = {'d32{TS1_ID}} ;
            end
            default: begin
                o_OS = {'d32{TS1_ID}} ;
            end                                                                                             
            endcase
        end
        EIOS:begin
            case(o_CNT)
                'd0:begin
                    o_OS = {'d32{COM}} ;
                    skp_rst = 1'b1;
                end
                'd1 , 'd2 :begin
                    o_OS = {'d32{EIOS_LOW_GEN}};
                end
                'd3:begin
                    o_OS = {'d32{EIOS_LOW_GEN}};
                    os_creator_done = 1'b1;
                    Soft_RST = 1'b1;
                    skp_set = 1'b1;
                end
            endcase
        end
        EIEOS:begin
            case(o_CNT)
            'd0:begin
                o_OS = {'d32{EIEOS_ZERO}};;
                skp_rst = 1'b1;
            end
            'd1 , 'd2 , 'd3 , 'd8 , 'd9 , 'd10 , 'd11:begin
                o_OS = {'d32{EIEOS_ZERO}};;
            end
            'd15:begin
                skp_set = 1'b1;
                o_OS = {'d32{EIEOS_ONE}};
                os_creator_done = 1'b1;
            end
            default:begin
                o_OS = {'d32{EIEOS_ONE}};
            end
            endcase
        end
        CTL_SKP: begin
            case(o_CNT) 
            'd0:begin
                o_OS = {'d32{SKP_SYMBOL}} ;
                skp_rst = 1'b1;
            end
            4'd12:begin
                o_OS = {'d32{SKP_END_CTL}} ;
            end
            'd15:begin
                o_OS = {'d32{SKP_SYMBOL}} ;
                skp_set = 1'b1;
                os_creator_done = 1'b1;
            end
            default: begin
                o_OS = {'d32{SKP_SYMBOL}} ;
            end                                                                                             
            endcase
        end
        TS2: begin
            case(o_CNT)
            4'd0: begin
                if(gen== LOW_GEN)begin
                    o_OS = {'d32{COM}} ;
                    o_K = {'d32{1'b1}};
                    skp_rst = 1'b1;
                end
                else
					if(!type_os_one_lane)begin
						o_OS = {'d32{TS2_first_syb}} ;
					end
					else begin
						o_OS = {TS2_first_syb,{'d31{TS1_first_syb}}} ;
					end
            end
            4'd1: begin
                if(!type_os_one_lane)begin						
                    for (int i=0;i<32;i++)begin
                        if(link_pad[i])begin
                            o_OS[i*8 +: 8] = PAD ;
                            o_K[i] = 1'b1;
                        end
                        else begin 
                            o_K[i] = 1'b0;
                            o_OS[i*8 +: 8] = link_num ;
                        end
                    end	
                end else begin
                    o_OS = {link_num, {'d31{PAD}}} ;
                    o_K = {1'd0, {'d31{1'd1}}} ;
                end
            end
            4'd2: begin
                if(!type_os_one_lane)begin						
                    for (int i=0;i<32;i++)begin
                        if(lane_pad[i])begin
                            o_OS[i*8 +: 8] = PAD ;
                            o_K[i] = 1'b1;
                        end
                        else begin
                            o_OS[i*8 +: 8] = i ;
                            o_K[i] = 1'b0;
                        end
                    end						
                end
                else begin
                    o_OS = {8'd0,{'d31{PAD}}} ;
                    o_K = {1'd0, {'d31{1'd1}}} ;
                end
            end
            4'd3: begin
                o_OS = {'d32{FTS}} ;
            end
            4'd4: begin
                if(speed_change)
                    o_OS = {'d32{8'b01111101}} ;
                else
                    o_OS = {'d32{8'b01111100}} ;
                end
            4'd5: begin
                o_OS = {'d32{8'd0}} ;
                  end
            4'd6: begin                
                if(!type_os_one_lane)begin
                    o_OS = {'d32{TS2_ID}} ;
                end
                else begin
                    o_OS = {TS2_ID,{'d31{TS1_ID}}} ;
                end
            end
            4'd15 : begin
                os_creator_done = 1'b1; 
                o_OS = {'d32{TS1_ID}} ;
                skp_set = 1'b1;
            end
            default: begin
					if(!type_os_one_lane)begin
						o_OS = {'d32{TS2_ID}} ;
					end
					else begin
						o_OS = {TS2_ID,{'d31{TS1_ID}}} ;
					end
            end                                                                                                 
            endcase
            end
            SDS:begin
                case(o_CNT)
                'd0: begin
                    o_OS = {'d32{SDS_ID}};
                    skp_rst = 1'b1;
                end
                'd15: begin
                    o_OS = {'d32{SDS_SYMBOL}};
                    os_creator_done = 1'b1;
                    skp_set = 1'b1;
                end
                default:begin
                    o_OS = {'d32{SDS_SYMBOL}};
                end
                endcase
            end
        default: begin
            o_OS = 0;
        end
        endcase
    end
end
endmodule
==> flow/run.sh <==
#!/bin/bash
# OpenROAD 26Q1-2900-gdf79404cd8, Yosys 0.63+post, stock flow scripts
make -C /OpenROAD-flow-scripts/flow DESIGN_CONFIG=/design/flow/config.mk WORK_HOME=/design/flow/orfs finish
==> flow/config.mk <==
export PLATFORM = sky130hd
export DESIGN_NAME = OS_CREATOR
export DESIGN_NICKNAME = OS_CREATOR
export VERILOG_FILES = /design/flow/design.v
export SDC_FILE = /design/flow/constraint.sdc
export NUM_CORES = 4
export LEC_CHECK = 1
export CORE_AREA = 10 10 223 223
export DIE_AREA = 0 0 233 233
export SYNTH_MEMORY_MAX_BITS = 65536
==> flow/constraint.sdc <==
current_design OS_CREATOR

set clk_period 25.5
set clk_io_pct 0.2

create_clock -name clk0 -period $clk_period [get_ports {clk}]

set non_clock_inputs [all_inputs -no_clocks]
set_input_delay [expr $clk_period * $clk_io_pct] -clock clk0 $non_clock_inputs
set_output_delay [expr $clk_period * $clk_io_pct] -clock clk0 [all_outputs]
==> flow_summary.toml <==
# synthesis and place-and-route metrics
[route]
drc = 0
antenna_cells = 0
wl_per_cell_um = 31.21
wl_um = 74510
vias = 14500
drt_iter0_markers = 1896
detail-route-antenna-nets = 0
via_per_inst = 6.076
drt_pass1_iterations = 6

[sta]
fmax_mhz = 70.10
setup_viol = 0
slew_headroom_pct = 17.63
post-route-min-period_ns = 14.27
fin_skew_ns = 0.001089
finalHoldViolations = 0
fin_setup_tns_ns = 0
maxSlewViolCount = 0
rsz0062_at_grt = "false"
setup_ws_ns = 11.23
worstMarginPinSlew_ns = 1.231
fin_crit_sh_pct = 55.94

[critical_path]
crit_chain = "clkdlybuf4s50_1, or2_2, nor2_2, and2_2, buf_4, a21o_1, a211oi_1, buf_4, a21oi_1, clkdlybuf4s50_1"
path_max_fanout = 74
ff2ff_setup_slack_ns = 23.07
timing.rr.start = "o_CNT[0]$_DFFE_PN0P_"
cpPeakStageDelay_ns = 0.73
start_kind = "primary input"
r2r-end = "sent_OS[1]$_DFFE_PN0P_"
critPathArrivalTime_ns = 9.17
end_kind = "primary output"
crit_required_ns = 20.40
critPathLaunch = "type_OS[0]"
critPathKind = "in -> out"
critPathCapture = "o_OS[147]"
critPathSlowestCell = "and2_2"
r2r_cells = 7

[global_routing]
grt_pass1_wl_um = 103100
track_usage_pct = 26.27
first_global_vias = 13610
grt_max_degree = 85
globalRouteOverflowTotal = 0
antenna_found_initial = 5

[clock_network]
clk_pin_slew_ns = 0.05
cts_tree = "yes"
h-tree-depth = 1
cts.sinks = 16
cts_setup_buffers = 0
worstSkewPairLatency_ns = 0.24
cts.path.max_buffers = 2
postCtsHoldBufs = 0
numCtsBuffers = 3
cts_resized = 0
root_buffer = "clkbuf_16"

[yosys]
ys_types = 68
ys.flops = 16
ys_seq_share_pct = 4.751
syn_area_um2 = 8427
flop_cell = "dfrtp_1"
ys_cells = 1535
netlist_instances = 1535
edf_count = 0
yosys_area_um2 = 8427
avgSynthCellArea_um2 = 5.490
async_flop_share_pct = 100.0
ys_warn_count = 1

[power]
p_per_area_nw_per_um2 = 36.91
ir_drop_v = 0.00002098
fin_total_pwr_uw = 474.6
p_leak_nw = 4.407

[floorplan]
die_area_um2 = 54290
initCoreUtil_pct = 18.93
coreArea_um2 = 44510
ios = 378
fp.dieH_um = 233
fp.dieW_um = 233
num_rows = 77

[outcome]
status = "finished clean"

[placed_design]
dpl.hpwl_um = 58320
portBuffers = 377
gp_congestion = 0.9937
place_ws_ns = 11.33

[finish]
combGateArea_um2 = 7326
drive_above_1_share_pct = 6.072
flop_area_um2 = 400.4
final_util_pct = 28.89
syn_to_final_growth_pct = 52.62
layout_top_cells = "458 x o21ai_0, 376 x clkdlybuf4s50_1, 169 x nand2_1"
fillCellCount = 5006
final_common_cell = "o21ai_0"

[worst_hold_path]
holdPathStages = 2
hold_path_class = "reg -> reg"

[run]
warning_count = 30
max_cap_violations = 0
through the flow:
stage	std cells	area (µm²)	hold WS, ns
final	2387	12860	0.4988
after global routing	2387	12860	0.5256
after CTS	2387	12860	0.5071
after detailed placement	2383	12770	0.4910
after global placement	2383	12770	0.4942
after floorplan	1535	8427	0.4384
cell families after synthesis:
kind of cell	count (synthesis)	share of synthesized area [%]
xor gates and xnor gates	12	1.247
and+or+nand+nor	431	23.68
muxes	2	0.2376
DFF	16	4.751
adders and majority gates	7	1.039
buffers and inverters	200	9.220
AOI/OAI and AO/OA	867	59.82
Yosys cell counts (7+ instances only):
cell type,n,share of area (%)
clkbuf_1,167,7.4
nand3_1,57,3.4
dfrtp_1,16,4.8
nand2b_1,16,1.2
inv_1,14,0.62
nor2_1,92,4.1
o221ai_1,17,1.8
o21a_1,9,0.80
nand4_1,11,0.82
o22ai_1,22,1.6
nor3_1,12,0.71
a21boi_0,10,0.89
o21ai_0,460,27
a21oi_2,7,0.73
buf_2,15,0.89
a21oi_1,87,5.2
nand2_1,169,7.5
and2_1,29,2.2
a21o_1,11,0.98
ha_1,7,1.0
a221oi_1,20,2.1
a31oi_1,160,12
o31ai_1,19,1.7
critical path: cells and delay by family:
kind | cells | cell delay (ns)
buffers and inverters | 4 | 2.08
AND/OR/NAND/NOR | 3 | 1.41
AND-OR/OR-AND | 3 | 0.51
metal layers:
metal	GRT usage (%)	part of all wire [%]
met5	0	0.089
met4	8.744	4.0
met2	39.14	42
met3	10.44	14
met1	34.00	40
report_power, final:
group          leakage [nW]  internal, mW  total, mW  switching (mW)
Combinational          4.14         0.171      0.415           0.244
Sequential            0.222        0.0258     0.0264        0.000600
Clock                0.0442        0.0238     0.0336         0.00978
Total                  4.41         0.220      0.475           0.254
worst min-delay path by stage:
stage,from,endpoint,slack [ns]
global route,ack$_DFFE_PN0P_,ack$_DFFE_PN0P_,0.53
finish,ack$_DFFE_PN0P_,ack$_DFFE_PN0P_,0.50
CTS,ack$_DFFE_PN0P_,ack$_DFFE_PN0P_,0.51
registers in the layout (all words and copies together), names as in the netlist:
register,cells
o_CNT,4
skp_flag,1
ack,1
sent_OS,10
layout make-up:
type                            instances  share of cell area, %
Multi-Input combinational cell       1319                  56.96
Timing Repair Buffer                  441                  33.04
Tap cell                              592                  5.759
Sequential cell                        16                  3.113
Clock buffer                            4                 0.6907
Inverter                               15                 0.4378
Power is estimated from default activity; no workload was simulated.
